==> flow/design.v <==
`timescale 1ns/100ps
module mult_stage8(
					input clock, reset, start,
					input [63:0] product_in, mplier_in, mcand_in,
					output logic done,
					output logic [63:0] product_out, mplier_out, mcand_out
				);
	logic [63:0] prod_in_reg, partial_prod_reg;
	logic [63:0] partial_product, next_mplier, next_mcand;
	assign product_out = product_in + partial_product;
	assign partial_product = mplier_in[7:0] * mcand_in;
	assign next_mplier = mplier_in >> 8;
	assign next_mcand = {mcand_in[55:0],8'b0};
	always_ff @(posedge clock) begin
		prod_in_reg      <= #1 product_in;
		partial_prod_reg <= #1 partial_product;
		mplier_out       <= #1 next_mplier;
		mcand_out        <= #1 next_mcand;
	end
	always_ff @(posedge clock) begin
		if(reset)
			done <= #1 1'b0;
		else
			done <= #1 start;
	end
endmodule
module mult_stage4(
					input clock, reset, start,
					input [63:0] product_in, mplier_in, mcand_in,
					output logic done,
					output logic [63:0] product_out, mplier_out, mcand_out
				);
	logic [63:0] prod_in_reg, partial_prod_reg;
	logic [63:0] partial_product, next_mplier, next_mcand;
	assign product_out = product_in + partial_product;
	assign partial_product = mplier_in[15:0] * mcand_in;
	assign next_mplier = mplier_in >> 16;
	assign next_mcand = {mcand_in[47:0],16'b0};
	always_ff @(posedge clock) begin
		prod_in_reg      <= #1 product_in;
		partial_prod_reg <= #1 partial_product;
		mplier_out       <= #1 next_mplier;
		mcand_out        <= #1 next_mcand;
	end
	always_ff @(posedge clock) begin
		if(reset)
			done <= #1 1'b0;
		else
			done <= #1 start;
	end
endmodule
module mult_stage2(
					input clock, reset, start,
					input [63:0] product_in, mplier_in, mcand_in,
					output logic done,
					output logic [63:0] product_out, mplier_out, mcand_out
				);
	logic [63:0] prod_in_reg, partial_prod_reg;
	logic [63:0] partial_product, next_mplier, next_mcand;
	assign product_out = product_in + partial_product;
	assign partial_product = mplier_in[31:0] * mcand_in;
	assign next_mplier = mplier_in >> 32;
	assign next_mcand = {mcand_in[31:0],32'b0};
	always_ff @(posedge clock) begin
		prod_in_reg      <= #1 product_in;
		partial_prod_reg <= #1 partial_product;
		mplier_out       <= #1 next_mplier;
		mcand_out        <= #1 next_mcand;
	end
	always_ff @(posedge clock) begin
		if(reset)
			done <= #1 1'b0;
		else
			done <= #1 start;
	end
endmodule
==> flow/run.sh <==
#!/bin/bash
# OpenROAD 26Q1-2900-gdf79404cd8, Yosys 0.63+post, stock flow scripts
make -C /OpenROAD-flow-scripts/flow DESIGN_CONFIG=/design/flow/config.mk WORK_HOME=/design/flow/orfs finish
==> flow/config.mk <==
export PLATFORM = sky130hd
export DESIGN_NAME = mult_stage4
export DESIGN_NICKNAME = mult_stage4
export VERILOG_FILES = /design/flow/design.v
export SDC_FILE = /design/flow/constraint.sdc
export NUM_CORES = 4
export LEC_CHECK = 1
export CORE_UTILIZATION = 30
==> flow/constraint.sdc <==
current_design mult_stage4

set clk_period 39.5
set clk_io_pct 0.2

create_clock -name clk0 -period $clk_period [get_ports {clock}]

set non_clock_inputs [all_inputs -no_clocks]
set_input_delay [expr $clk_period * $clk_io_pct] -clock clk0 $non_clock_inputs
set_output_delay [expr $clk_period * $clk_io_pct] -clock clk0 [all_outputs]
==> impl_metrics.tcl <==
# yosys + openroad results
set metrics [dict create \
    status "complete, no violations" \
    syn_area_um2 31280 \
    ys_chip_area_um2 31280 \
    ys_ff 97 \
    post-cts-setup-buffer-count 0 \
    post_cts_resize_count 0 \
    yosys-top-cells-area "fa_1 (52%), inv_1 (13%), nand2_1 (8.3%), dfxtp_1 (6.2%), and2_1 (5.2%)" \
    die-width_um 324.9 \
    yosys.area.top_type_share_pct 52.10 \
    path_class "input port to output pin" \
    dr.first_iter.drc_count 866 \
    cp-start-kind "input port" \
    ys_seq_share_pct 6.208 \
    period_needed_ns 24.44 \
    rsz0062_at_grt "false" \
    clockBufferDepth 2 \
    worst_slew_pin_slew_ns 1.250 \
    wire_per_inst_um 19.04 \
    cts_hold_buffers 0 \
    fin_setup_tns_ns 0 \
    top_cells_by_count "inv_1 (1042), fa_1 (814), nand2_1 (690), and2_1 (260), clkbuf_1 (158)" \
    dp_cells 5252 \
    chip_area_um2 105600 \
    io_buffer_count 355 \
    cts_root_buf "clkbuf_16" \
    wirelength_um 100300 \
    edf_count 0 \
    postSynthAreaPerCell_um2 8.633 \
    yosys_warnings 1 \
    drc 0 \
    first_global_vias 26268 \
    place.gp.congestion 0.9721 \
    cp_max_fo 17 \
    yosysTopAreaCell "fa_1" \
    htreeDepth 3 \
    grtUsageTotal_pct 20.95 \
    post-place-ws_ns 15.22 \
    setup_violations 0 \
    worstPathArrival_ns 16.54 \
    via_per_inst 4.514 \
    drive_above_1_share_pct 2.984 \
    ys_cells 3623 \
    grt_pass1_wl_um 157800 \
    grt_max_degree 52 \
    hold_viol 0 \
    num_io_pins 388 \
    cts_tree "built" \
    rows 118 \
    clock-sinks 97 \
    slew_headroom_pct 15.88 \
    dp_hpwl_um 80890 \
    layoutNonFillerInstCount 5269 \
    grt.overflow.total 0 \
    clk_pin_slew_ns 0.12 \
    cts-buffers-inserted 9 \
    hold_class "input port to flip-flop" \
    worstPathRequired_ns 31.60 \
    vias 23784 \
    syn_inst 3623 \
    ant_nets 0 \
    core_area_um2 103500 \
    clock.fmax_ghz 0.04092 \
    synth_top_cell_by_count "inv_1" \
    fp-utilization_pct 30.22 \
    warning_count 25 \
    synth_cell_types 62 \
    n_fill_cell 10620 \
    dr.pass1.iters 5 \
    ff_type "dfxtp_1" \
    endpoint_kind "output pin" \
    async_reset_ff_share_pct 0 \
    cap_violations 0 \
    grt_antenna_before_repair 6 \
    area_growth_pct 16.69 \
    setup_ws_ns 15.06 \
    slew_violations 0 \
    min_period_over_period_pct 61.87 \
    fp.dieH_um 324.9 \
]
metal layers:
| metal | part of all wire, % | track usage, % |
|---|---|---|
| met1 | 38 | 26.89 |
| met2 | 48 | 33.05 |
| met3 | 12 | 10.13 |
| met4 | 2.5 | 3.866 |
| met5 | 0.055 | 0 |
registers in the layout, summed over array words and instances (netlist names):
signal / cells
done: 1
mcand_out: 48
mplier_out: 48
path summary, 6_finish.rpt:
path / startpoint / end / slack, ns / cells past startpoint
setup / recovery: mcand_in[25] / product_out[62] / 15.06 / 23
hold / removal: mplier_in[19] / mplier_out[3] / 7.90 / 1
cells by family after synthesis:
kind of cell / after synthesis / synth area share, %
AOI/OAI and AO/OA: 212 / 4.356
xor gates and xnor gates: 85 / 2.380
other: 1 / 0.01199
DFF: 97 / 6.208
buffers and inverters: 1249 / 15.45
adders and majority gates: 914 / 56.10
and+or+nand+nor: 1065 / 15.49
final cells by class:
| cell class | instances | area, um^2 | area share [%] |
|---|---|---|---|
| antenna | 2 | 5.005 | 0.01371 |
| inverter | 1042 | 3911 | 10.72 |
| multi-input combinational | 2308 | 24620 | 67.46 |
| clock inverter | 4 | 36.28 | 0.09942 |
| tap | 1380 | 1727 | 4.731 |
| timing repair buffer | 425 | 4014 | 11.00 |
| sequential | 97 | 1942 | 5.321 |
| clock buffer | 11 | 242.7 | 0.6651 |
cells in the final DEF (no fill, tap or decap), types with 35 or more instances in the layout:
cell type        instances
clkdlybuf4s50_1        342
fa_1                   814
o21ai_0                 35
ha_1                   100
nand2_1                690
a21oi_1                 68
dfxtp_1                 97
and2_1                 260
buf_4                   70
inv_1                 1042
xnor2_1                 66
critical path: stages:
cell and delay [ns]:
clkdlybuf4s50_1 0.85, and2_1 0.42, fa_1 0.54, inv_1 0.05, fa_1 0.48, fa_1 0.51, inv_1 0.05, fa_1 0.49
fa_1 0.49, inv_1 0.05, fa_1 0.48, inv_1 0.05, ha_1 0.37, nand2_1 0.34, nor2_1 0.09, or3_1 0.43
nor4_1 1.07, nor3_1 0.23, nor3_2 0.46, o21ai_1 0.20, a221oi_2 0.27, xnor2_1 0.18, clkdlybuf4s50_1 0.51
through the flow:
step	area [um^2]	util, %	hold WS (ns)
final	36500	35.26	7.899
after global routing	36490	35.26	7.870
after CTS	36490	35.26	7.862
after detailed placement	36210	34.99	8.352
after global placement	36210	34.99	8.350
after floorplan	31390	-	7.928
